--- run.sh ---
#!/bin/bash
# OpenROAD 26Q1-2900-gdf79404cd8, Yosys 0.63+post, stock flow scripts
make -C /OpenROAD-flow-scripts/flow DESIGN_CONFIG=/design/flow/config.mk WORK_HOME=/design/flow/orfs finish
--- config.mk ---
export PLATFORM = sky130hd
export DESIGN_NAME = complex_mult
export DESIGN_NICKNAME = complex_mult
export VERILOG_FILES = /design/flow/design.v
export SDC_FILE = /design/flow/constraint.sdc
export NUM_CORES = 4
export LEC_CHECK = 1
export CORE_UTILIZATION = 40
--- constraint.sdc ---
current_design complex_mult

set clk_period 5.5
set clk_io_pct 0.2

create_clock -name clk0 -period $clk_period [get_ports {clk}]

set non_clock_inputs [all_inputs -no_clocks]
set_input_delay [expr $clk_period * $clk_io_pct] -clock clk0 $non_clock_inputs
set_output_delay [expr $clk_period * $clk_io_pct] -clock clk0 [all_outputs]
--- design.v ---
`timescale 1ns/1ns
module complex_mult (
	input clk,     
	input signed [7 : 0] a1,  
	input signed [7 : 0] b1,  
	input signed [7 : 0] a2,  
	input signed [7 : 0] b2,  
	output signed [7 : 0] res_re,  
	output signed [7 : 0] res_im   
);
reg signed [7 : 0] a1_a2;
wire signed [7 : 0] sub_res_re_1;
wire signed [7 : 0] sub_res_re_2;
wire signed [7 : 0] sub_res_im_1;
wire signed [7 : 0] sub_res_im_2;
mult_8bit_sign mult_real1(
	.clk(clk),	.a(a1),
	.b(a2),	.res(sub_res_re_1)
);
mult_8bit_sign mult_real2(
	.clk(clk),	.a(b1),
	.b(b2),	.res(sub_res_re_2)
);
mult_8bit_sign mult_img1(
	.clk(clk),	.a(a1),
	.b(b2),	.res(sub_res_im_1)
);
mult_8bit_sign mult_img2(
	.clk(clk),	.a(a2),
	.b(b1),	.res(sub_res_im_2)
);
reg signed [7 : 0] res_re = 0;
reg signed [7 : 0] res_im = 0;
always @(posedge clk) begin 
	res_re <= sub_res_re_1 - sub_res_re_2;  
	res_im <= sub_res_im_1 + sub_res_im_2;  
end
endmodule
`timescale 1ns/1ns
module mult_8bit_sign (
	input clk,    	  
	input signed [7 : 0] a,  
	input signed [7 : 0] b,  
	output signed [7 : 0]res  
);
integer i = 0;
reg signed [7 : 0] tmp [0 : 7];
reg signed [7 : 0] res = 0;
reg a_sign = 0, b_sign = 0;
always @(posedge clk) begin
	for (i = 0; i < 7; i++) begin
		if (a[7] == 1 && b[7] == 0)  
			tmp[ i ] <= ( b[i] ) ? ( ~(a - 1) ) << i : 0;  
		else if (a[7] == 0 && b[7] == 1)  
			tmp[ i ] <= ( a[i] ) ? ( ~(b - 1) ) << i : 0;  
		else if (a[7] == 1 && b[7] == 1)  
			tmp[ i ] <= (  ( ~(a - 1) & (1 << i) )  ) ? ( ~(b - 1) ) << i : 0;
		else  
			tmp[ i ] <= ( a[i] ) ? b << i : 0;
	end
	a_sign <= a[7]; b_sign <= b[7];
	if ( a_sign == 1 ^ b_sign == 1 ) 
		res <= 1 + ~(
			tmp[0] + tmp[1] + tmp[2] + tmp[3] + tmp[4] + tmp[5] + tmp[6]
		);
	else  
		res <= tmp[0] + tmp[1] + tmp[2] + tmp[3] + tmp[4] + tmp[5] + tmp[6];
end
endmodule
==> impl_metrics.csv <==
group,metric,value,unit
cts,path_clk_slew,0.08,ns
run,tool_warnings,25,
die,die_h,167,um
power_and_ir_drop,leakage,5.11,nW
timing,hold_viol_final,0,
route,first_pass_iters,8,
route,vias_per_cell,5.41,
logic_synthesis,async_flop_share,0,%
grt,grt_max_degree,50,
critical_path,cp-startpoint,"mult_real1.tmp[6][6]",
critical_path,crit_type,"flip-flop to flip-flop",
cts,cts.sinks,192,
layout,multiInputGateArea,6100,um2
die,initCoreUtil,41.3,%
route,num_antenna_cells,0,
layout,synthToLayoutAreaGrowth,12.4,%
grt,grt_usage,26.0,%
min_path,min-delay-start,"mult_real1.tmp[0][0]",
critical_path,worstRegToRegCells,15,
power_and_ir_drop,p_int,3.27,mW
grt,grt_pass1_vias,8649,
power_and_ir_drop,p_per_area,420,nW/um2
power_and_ir_drop,clkPwrFrac,24.2,%
layout,drive_above_1_share,5.24,%
layout,fillers,2523,
timing,fin_crit,4.28,ns
route,drt_wl_total,34100,um
min_path,min_path_cells,0,
critical_path,crit_path_start_kind,"flip-flop",
critical_path,cp.depth,15,
grt,antenna_found_initial,0,
logic_synthesis,synth-edff-count,0,
critical_path,crit_family,"adder cells",
logic_synthesis,yosys_warnings,3,
critical_path,worst-path-buf-inv,5,
logic_synthesis,syn_area,10900,um2
timing,timing.fmax,234,MHz
cts,numCtsBuffers,17,
power_and_ir_drop,switching_share,36.4,%
place,dp_hpwl,26900,um
timing,setup_viol,0,
critical_path,crit_path_max_incr_delay,0.54,ns
cts,clk_latency,0.43,ns
die,die_width,167,um
route,post-route-drc-count,0,
logic_synthesis,synth.distinct_cells,60,
logic_synthesis,ys_ff,192,
min_path,min_path_type,"flip-flop to flip-flop",
cts,cts_resized,0,
logic_synthesis,syn_inst,1236,
critical_path,crit_fanout,1,
route,num_vias,8728,
layout,stdcell_count,1613,
timing,fin_setup_tns,0,ns
critical_path,cp-end-kind,"flip-flop",
die,boundaryPins,49,
die,core,26400,um2
logic_synthesis,syn-mean-instance-area,8.80,um2
grt,overflow,0,
logic_synthesis,seq_area_frac_synth,35.3,%
outcome,status,"finished clean",
place,globalplace.congestion,0.947,
power_and_ir_drop,seqPwrFrac,34.4,%
power_and_ir_drop,vdd.ir_drop.worst,0.186,mV
critical_path,worstPathArrival,4.65,ns
route,ant_nets,0,
logic_synthesis,yosysCellCount,1236,
grt,grt_pass1_wl,52200,um
power_and_ir_drop,p_sw,1.87,mW
route,wl_per_cell,21.2,um
die,die_area,27900,um2
logic_synthesis,yosys_area,10900,um2
cts,cts-root-buf,"clkbuf_16",
cts,postCtsHoldBufs,0,
place,port-buffer-count,48,
run,drv_cap,0,
logic_synthesis,ff_type,"dfxtp_1",
cts,clockBufferDepth,2,
route,drtIter0Drc,761,
cts,htree_levels,4,
cts,cts_tree,"done",
power_and_ir_drop,power.share.combinational,41.4,%
critical_path,rr_startpoint,"mult_real1.tmp[6][6]",
timing,relSlewSlack,33.2,%
timing,fin_skew,0.0129,ns
layout,layout.area.seq,3840,um2
critical_path,crit_slowest_cell,"fa_1",
timing,rsz0062_at_grt,"no",
timing,slew_violations,0,
timing,tightest_slew,0.999,ns
critical_path,required,5.87,ns
critical_path,cp_cell_sequence,"inv_1, fa_1, inv_1, fa_1, inv_1, fa_1, inv_1, fa_1, inv_1, fa_1, xor2_1, xnor2_1, xnor2_1, xnor2_1, xnor2_1",
timing,fin_crit_sh,77.8,%
die,rows,59,
cts,postCtsSetupRepairBufs,0,
place,post-place-cells,1582,
[kinds of logic after synthesis]
logic type	synth area share, %
and+or+nand+nor	12.2
AOI/OAI and AO/OA	16.0
xor gates and xnor gates	9.72
DFF	35.3
muxes	0.518
buffers and inverters	8.60
adders and majority gates	17.6
[state kept, by name (all words and copies together) (netlist names)]
register and count:
mult_img1.a_sign 1, mult_img1.b_sign 1, mult_img1.res 8, mult_img1.tmp 35, mult_img2.a_sign 1, mult_img2.b_sign 1, mult_img2.res 8, mult_img2.tmp 35
mult_real1.res 8, mult_real1.tmp 35, mult_real2.res 8, mult_real2.tmp 35, res_im 8, res_re 8
[layer usage]
metal  vias up  GRT usage (%)  wire length, um
met2       372           40.3            15500
met5         -          0.522                0
met3        76           5.95             2390
met4         0           7.17             1120
met1      4121           37.6            15200
li1       4159              -                -
[area by class of cell]
cell class                 instances  share of cell area, %
multi-input combinational        804                   49.9
sequential                       192                   31.4
inverter                         193                   5.92
timing repair buffer              58                   4.54
clock buffer                      17                   3.48
tap                              335                   3.43
clock inverter                    14                   1.33
[power groups by stage]
stage     registers, mW  clock network [mW]  logic [mW]
4_1_cts            1.77                1.28        2.16
5_1_grt            1.79                1.33        2.41
6_report           1.77                1.25        2.13
[worst paths after layout]
| kind | to | slack (ns) |
|---|---|---|
| max | mult_real1.res[7] | 1.22 |
| min | mult_real1.res[0] | 0.39 |
| max reg2reg | mult_real1.res[7] | 1.22 |
| min reg2reg | mult_real1.res[0] | 0.39 |
[synthesized netlist by cell type, types with 5 or more instances]
cell type | count | share of area, %
a31oi_1 | 12 | 0.69
nor2b_1 | 21 | 1.2
xnor2_1 | 79 | 6.4
o22ai_1 | 53 | 3.0
inv_1 | 188 | 6.5
nor4_1 | 5 | 0.29
fa_1 | 62 | 11
o221ai_1 | 29 | 2.3
a21oi_1 | 53 | 2.4
clkbuf_1 | 21 | 0.72
buf_2 | 13 | 0.60
nand2_1 | 122 | 4.2
nor2_1 | 78 | 2.7
mux2_2 | 5 | 0.52
dfxtp_1 | 192 | 35
nand3_1 | 15 | 0.69
ha_1 | 54 | 6.2
nor3_1 | 16 | 0.74
o21ai_0 | 79 | 3.6
a22o_1 | 8 | 0.64
xor2_1 | 33 | 2.7
or2_2 | 5 | 0.29
buf_1 | 10 | 0.35
a22oi_1 | 13 | 0.90
[layout by cell type (no fill, tap or decap), types with 13 or more instances in the layout]
cell type        instances
xor2_1                  33
nor2b_1                 21
dfxtp_1                192
a21oi_1                 53
nand3_1                 15
nor3_1                  16
o221ai_1                29
o21ai_0                 79
inv_1                  188
xnor2_1                 79
clkbuf_16               17
a22oi_1                 13
fa_1                    62
nand2_1                122
clkdlybuf4s50_1         48
nor2_1                  78
o22ai_1                 53
ha_1                    54
[stage by stage]
stage / util [%] / cell area [um2] / worst slack, ns / total power [mW] / hold WS [ns]
after detailed placement: 44.2 / 11600 / 1.03 / 3.95 / 0.373
after global routing: 46.4 / 12200 / 1.03 / 5.53 / 0.404
after floorplan: - / 10900 / 1.66 / 3.26 / 0.352
after global placement: 44.2 / 11600 / 1.19 / 3.94 / 0.373
final: 46.4 / 12200 / 1.22 / 5.14 / 0.387
after CTS: 46.4 / 12200 / 1.23 / 5.21 / 0.383
Power and IR drop assume default switching activity.
