## ./design.v

```verilog
`timescale 1ns/1ns
module fir_filter (
    input clk,     
    input signed  [16-1 : 0] input_sig,
    input ready,
    output signed [16-1 : 0] filtred_sig
);
(* ram_style = "block" *) wire signed [16-1 : 0] fir_coefs [0 : 127];
(* ram_style = "block" *) reg signed [16-1: 0] delay [0 : 127];
integer i;
reg  signed [2*16-1: 0] coll_sum = 0;
reg signed [2*16-1 : 0] result = 0;
reg signed [2*16-1 : 0] mult = 0;
reg [6 : 0] r_index = 8'h7F;
reg [6 : 0] w_index = 0;
reg [6 : 0] del_index = 0;
reg signed [16-1 : 0] m0;
reg signed [16-1 : 0] m1;
reg signed [16-1 : 0] m0_d;
reg signed [16-1 : 0] m1_d;
always @(posedge clk) begin
    if ( r_index == 8'h7F && ready) begin
        result <=  coll_sum  ; 
        w_index <= w_index + 1;
        delay[w_index] <= input_sig;
    end
    if (ready) begin
        r_index <= r_index + 1;
        del_index <= w_index - r_index - 1;
        if (r_index) begin
            m0 <=  fir_coefs[r_index];
            m1 <= delay[del_index];
            m0_d <= m0;
            m1_d <= m1;
            mult <= m0_d * m1_d ;
            coll_sum <= coll_sum + mult;
        end
        else begin
            coll_sum <= 0;
        end
    end
end
assign filtred_sig = result>>> 12;
assign fir_coefs[0] = 16'sd1;
assign fir_coefs[1] = 16'sd1;
assign fir_coefs[2] = 16'sd1;
assign fir_coefs[3] = 16'sd1;
assign fir_coefs[4] = -16'sd1;
assign fir_coefs[5] = -16'sd2;
assign fir_coefs[6] = -16'sd4;
assign fir_coefs[7] = -16'sd4;
assign fir_coefs[8] = -16'sd2;
assign fir_coefs[9] = 16'sd2;
assign fir_coefs[10] = 16'sd6;
assign fir_coefs[11] = 16'sd9;
assign fir_coefs[12] = 16'sd8;
assign fir_coefs[13] = 16'sd4;
assign fir_coefs[14] = -16'sd4;
assign fir_coefs[15] = -16'sd13;
assign fir_coefs[16] = -16'sd18;
assign fir_coefs[17] = -16'sd16;
assign fir_coefs[18] = -16'sd7;
assign fir_coefs[19] = 16'sd8;
assign fir_coefs[20] = 16'sd23;
assign fir_coefs[21] = 16'sd32;
assign fir_coefs[22] = 16'sd29;
assign fir_coefs[23] = 16'sd12;
assign fir_coefs[24] = -16'sd14;
assign fir_coefs[25] = -16'sd39;
assign fir_coefs[26] = -16'sd54;
assign fir_coefs[27] = -16'sd48;
assign fir_coefs[28] = -16'sd20;
assign fir_coefs[29] = 16'sd22;
assign fir_coefs[30] = 16'sd63;
assign fir_coefs[31] = 16'sd85;
assign fir_coefs[32] = 16'sd75;
assign fir_coefs[33] = 16'sd31;
assign fir_coefs[34] = -16'sd34;
assign fir_coefs[35] = -16'sd97;
assign fir_coefs[36] = -16'sd131;
assign fir_coefs[37] = -16'sd115;
assign fir_coefs[38] = -16'sd48;
assign fir_coefs[39] = 16'sd52;
assign fir_coefs[40] = 16'sd147;
assign fir_coefs[41] = 16'sd197;
assign fir_coefs[42] = 16'sd173;
assign fir_coefs[43] = 16'sd72;
assign fir_coefs[44] = -16'sd78;
assign fir_coefs[45] = -16'sd221;
assign fir_coefs[46] = -16'sd298;
assign fir_coefs[47] = -16'sd262;
assign fir_coefs[48] = -16'sd109;
assign fir_coefs[49] = 16'sd120;
assign fir_coefs[50] = 16'sd344;
assign fir_coefs[51] = 16'sd469;
assign fir_coefs[52] = 16'sd421;
assign fir_coefs[53] = 16'sd179;
assign fir_coefs[54] = -16'sd201;
assign fir_coefs[55] = -16'sd596;
assign fir_coefs[56] = -16'sd846;
assign fir_coefs[57] = -16'sd798;
assign fir_coefs[58] = -16'sd364;
assign fir_coefs[59] = 16'sd448;
assign fir_coefs[60] = 16'sd1517;
assign fir_coefs[61] = 16'sd2638;
assign fir_coefs[62] = 16'sd3568;
assign fir_coefs[63] = 16'sd4095;
assign fir_coefs[64] = 16'sd4095;
assign fir_coefs[65] = 16'sd3568;
assign fir_coefs[66] = 16'sd2638;
assign fir_coefs[67] = 16'sd1517;
assign fir_coefs[68] = 16'sd448;
assign fir_coefs[69] = -16'sd364;
assign fir_coefs[70] = -16'sd798;
assign fir_coefs[71] = -16'sd846;
assign fir_coefs[72] = -16'sd596;
assign fir_coefs[73] = -16'sd201;
assign fir_coefs[74] = 16'sd179;
assign fir_coefs[75] = 16'sd421;
assign fir_coefs[76] = 16'sd469;
assign fir_coefs[77] = 16'sd344;
assign fir_coefs[78] = 16'sd120;
assign fir_coefs[79] = -16'sd109;
assign fir_coefs[80] = -16'sd262;
assign fir_coefs[81] = -16'sd298;
assign fir_coefs[82] = -16'sd221;
assign fir_coefs[83] = -16'sd78;
assign fir_coefs[84] = 16'sd72;
assign fir_coefs[85] = 16'sd173;
assign fir_coefs[86] = 16'sd197;
assign fir_coefs[87] = 16'sd147;
assign fir_coefs[88] = 16'sd52;
assign fir_coefs[89] = -16'sd48;
assign fir_coefs[90] = -16'sd115;
assign fir_coefs[91] = -16'sd131;
assign fir_coefs[92] = -16'sd97;
assign fir_coefs[93] = -16'sd34;
assign fir_coefs[94] = 16'sd31;
assign fir_coefs[95] = 16'sd75;
assign fir_coefs[96] = 16'sd85;
assign fir_coefs[97] = 16'sd63;
assign fir_coefs[98] = 16'sd22;
assign fir_coefs[99] = -16'sd20;
assign fir_coefs[100] = -16'sd48;
assign fir_coefs[101] = -16'sd54;
assign fir_coefs[102] = -16'sd39;
assign fir_coefs[103] = -16'sd14;
assign fir_coefs[104] = 16'sd12;
assign fir_coefs[105] = 16'sd29;
assign fir_coefs[106] = 16'sd32;
assign fir_coefs[107] = 16'sd23;
assign fir_coefs[108] = 16'sd8;
assign fir_coefs[109] = -16'sd7;
assign fir_coefs[110] = -16'sd16;
assign fir_coefs[111] = -16'sd18;
assign fir_coefs[112] = -16'sd13;
assign fir_coefs[113] = -16'sd4;
assign fir_coefs[114] = 16'sd4;
assign fir_coefs[115] = 16'sd8;
assign fir_coefs[116] = 16'sd9;
assign fir_coefs[117] = 16'sd6;
assign fir_coefs[118] = 16'sd2;
assign fir_coefs[119] = -16'sd2;
assign fir_coefs[120] = -16'sd4;
assign fir_coefs[121] = -16'sd4;
assign fir_coefs[122] = -16'sd2;
assign fir_coefs[123] = -16'sd1;
assign fir_coefs[124] = 16'sd1;
assign fir_coefs[125] = 16'sd1;
assign fir_coefs[126] = 16'sd1;
assign fir_coefs[127] = 16'sd1;
endmodule
```

## ./run.sh

```bash
#!/bin/bash
# OpenROAD 26Q1-2900-gdf79404cd8, Yosys 0.63+post, stock flow scripts
make -C /OpenROAD-flow-scripts/flow DESIGN_CONFIG=/design/flow/config.mk WORK_HOME=/design/flow/orfs finish
```

## ./config.mk

```make
export PLATFORM = sky130hd
export DESIGN_NAME = fir_filter
export DESIGN_NICKNAME = fir_filter
export VERILOG_FILES = /design/flow/design.v
export SDC_FILE = /design/flow/constraint.sdc
export NUM_CORES = 4
export LEC_CHECK = 1
export CORE_UTILIZATION = 40
```

## ./constraint.sdc

```tcl
current_design fir_filter

set clk_period 53.8
set clk_io_pct 0.2

create_clock -name clk0 -period $clk_period [get_ports {clk}]

set non_clock_inputs [all_inputs -no_clocks]
set_input_delay [expr $clk_period * $clk_io_pct] -clock clk0 $non_clock_inputs
set_output_delay [expr $clk_period * $clk_io_pct] -clock clk0 [all_outputs]
```

==> out/qor.txt <==
Data arrival at the endpoint of the critical path - 14510 ps
Buffer type at the clock tree root - clkbuf_16
CP Capture Type - flip-flop
Static leakage - 35.1 nW
Port Buffer Count - 33
Width of the chip - 489 um
Dominant delay contributor by cell family on the critical path - simple AND/OR/NAND/NOR gates
Worst clock skew - 128 ps
Netlist cell types - 76
Cell total after placement - 7898
Vias - 46000
Post-synthesis average cell area - 20.0 um^2
Iteration count of the initial detailed-routing pass - 7
Worst max-slew margin expressed relative to the limit - 27.2%
ANT nets after route - 0
Cell with the most instances on the worst path - buf_4
Worst hold path type - flip-flop to flip-flop
Top area contributor share - 69.7%
Post-route DRC violation count - 0
Bufs and invs on worst path - 5
Yosys Instances - 4727
Comb power frac - 44.2%
Fraction of final layout cells sized beyond drive strength 1 - 24.8%
Portion of total power attributed to the clock network - 23.8%
Antenna violations before repair - 5
Startpoint kind of the worst setup timing path - input port
Sink Count - 2199
Wirelength, routed - 236000 um
Result of the run - finished clean
Pin count of the biggest net entering global routing - 106
Post-DP HPWL - 152000 um
Final non-filler cell total - 8316
Yosys warning count - 1
Critical-path top delay cell - nor3_2
Worst ir drop on vdd - 0.000140 V
Async set or reset register ratio after synthesis - 0%
Predominant post-synthesis flop cell - edfxtp_1
Max-slew violations - 0
Post-DR vias/cell - 5.53
Number of hold-slack violations in the final timing report - 0
GPL Wtd Cong - 0.947
Final core utilization - 45.6%
Num ports - 34
TritonCTS clock tree - built
Required time at the endpoint of the critical path - 54360 ps
Clock buffers created by TritonCTS - 222
Pre-CTS WS - 38990 ps
Yosys synthesis chip area - 0.0947 mm^2
Top achievable clock speed - 0.0717 GHz
Number of buffers inserted by post-CTS setup repair - 0
Post-route cell area - 0.107 mm^2
Sequential share of power - 32.1%
Min Clock Period, post-route - 13950 ps
Overflow left after global routing - 0
Number of flops mapped to enable cells by yosys - 2199
Placeable core area - 0.235 mm^2
Gr usage total - 22.5%
Setup Total Neg Slack - 0 ps
Placement Cell Area - 0.0997 mm^2
Leading area contributor after synthesis - edfxtp_1
Slew @ Worst Pin - 1080 ps
Max clock buf depth - 3
Internal cell power - 4.21 mW
Sequence of cells on the critical path - buf_2, buf_4, inv_1, nor3_2, nand2b_1, buf_4, nor2_1, buf_4
Unrepaired setup endpoints after global routing - false
Setup-failing EPs final - 0
Sequential cell area fraction in the yosys report - 69.7%
Kind of critical path - input port to flip-flop
Critical path's largest stage delay - 880 ps
Fraction of power spent switching nets - 35.7%
Hold-fix buffers, CTS - 0
Synthesized area - 0.0947 mm^2
PD cells - 61.1 mW/mm^2
Peak fanout along the critical path - 43
Post-layout power - 6.55 mW
Worst setup slack after layout - 39850 ps
Site row count - 178
Starting DRC count in detailed routing - 3077
Final period utilization - 25.9%
Number of logged tool warnings - 32
Post-Route Hold Slack - 391 ps
Registers, synthesis - 2199
Level count of the clock H-tree - 4
Clock slew at the register clock pins of the worst setup and hold paths - 60 ps
Die Height - 489 um
Sw Pwr - 2.34 mW
Top area cells in the synthesized netlist - edfxtp_1, mux4_2, fa_1
Cell count after synthesis - 4727
Max-cap violations - 0
Vias in the first global route - 51300
Area of the chip - 0.239 mm^2
Post-CTS Resized - 0
Clock latency on the worst-skew pair - 920 ps
Final routed wire length divided by cell count - 28.4 um
Area added between synthesis and finish - 13.2%
Initial core utilization - 40.3%
Global-route wire length before repair - 350000 um
-- cell usage after synthesis (all sizes together), types with 39 or more instances --
cell and instances:
xnor2 49, clkbuf 142, and2 110, ha 112
o21ai 51, mux4 672, a21oi 50, nand3 39
buf 89, nand2 172, nor2 208, edfxtp 2199
fa 216, inv 288
-- layout make-up --
cell class                 count  area (um^2)
antenna                        4         10.0
clock buffer                 253         5690
clock inverter               161         1830
fill                       19400       128000
inverter                     288         1080
multi-input combinational   2009        26600
sequential                  2199        66000
tap                         3150         3940
timing repair buffer         252         2020
-- kinds of logic after synthesis --
logic type / count (synthesis) / synth area share, %
simple gates: 674 / 3.44
mux: 693 / 16.2
xor+xnor: 68 / 0.629
compound gates: 246 / 1.78
flops: 2199 / 69.7
buf+inv: 519 / 2.16
fa+ha+maj: 328 / 6.05
-- state kept, by name, indices dropped and copies added (netlist names) --
register / flops
m0_d: 13
m0: 13
del_index: 7
mult: 28
w_index: 7
m1: 16
m1_d: 16
coll_sum: 28
delay: 2048
result: 16
r_index: 7
-- layout by cell type, fill, tap and decap left out, types with 10 or more instances in the layout --
cell and instances:
a21o_1 20, a21oi_1 50, and2_1 110, buf_4 228
bufinv_16 26, clkbuf_1 30, clkbuf_16 223, clkdlybuf4s50_1 16
clkinv_1 52, clkinv_16 14, clkinv_2 40, clkinvlp_4 18
edfxtp_1 2199, fa_1 216, ha_1 112, inv_1 287
mux2_2 17, mux4_2 672, nand2_1 172, nand2b_1 21
nand3_1 39, nand4_1 14, nor2_1 206, nor2b_1 17
nor3_1 26, nor4_1 16, o21ai_0 51, o21bai_1 10
o22ai_1 11, xnor2_1 49, xor2_1 19
-- path summary, 6_finish.rpt --
path | startpoint | to | slack, ps | cells after the start
worst min-delay path | m0[2] | m0_d[2] | 390 | 0
worst max register to register | m1_d[2] | mult[27] | 47190 | 17
worst max-delay path | ready | delay[111][5] | 39850 | 8
worst min register to register | m0[2] | m0_d[2] | 390 | 0
-- power by group through the flow --
stage | clock (mW) | sequential, mW | combinational, mW
6_report | 1.56 | 2.10 | 2.89
4_1_cts | 1.58 | 2.10 | 2.96
5_1_grt | 1.65 | 2.11 | 3.32
-- per-layer routing --
| metal | routed length (um) | vias up | track usage (%) | part of all wire [%] |
|---|---|---|---|---|
| met5 | 333 | - | 0.735 | 0.14 |
| met4 | 6500 | 14 | 4.88 | 2.8 |
| met3 | 43900 | 315 | 18.5 | 19 |
| met2 | 106000 | 3024 | 31.0 | 45 |
| met1 | 78800 | 23200 | 28.3 | 33 |
| li1 | - | 19400 | - | - |
Power is estimated from default activity; no workload was simulated.
