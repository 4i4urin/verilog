--- flow/run.sh ---
#!/bin/bash
# OpenROAD 26Q1-2900-gdf79404cd8, Yosys 0.63+post, stock flow scripts
make -C /OpenROAD-flow-scripts/flow DESIGN_CONFIG=/design/flow/config.mk WORK_HOME=/design/flow/orfs finish
--- flow/config.mk ---
export PLATFORM = sky130hd
export DESIGN_NAME = fir_filter_sep
export DESIGN_NICKNAME = fir_filter_sep
export VERILOG_FILES = /design/flow/design.v
export SDC_FILE = /design/flow/constraint.sdc
export NUM_CORES = 4
export LEC_CHECK = 1
export CORE_UTILIZATION = 40
--- flow/constraint.sdc ---
current_design fir_filter_sep

set clk_period 32.2
set clk_io_pct 0.2

create_clock -name clk0 -period $clk_period [get_ports {clk}]

set non_clock_inputs [all_inputs -no_clocks]
set_input_delay [expr $clk_period * $clk_io_pct] -clock clk0 $non_clock_inputs
set_output_delay [expr $clk_period * $clk_io_pct] -clock clk0 [all_outputs]
--- flow/design.v ---
`timescale 1ns/1ns
module fir_filter_sep (
    input clk,     
    input signed  [16-1 : 0] input_sig,
    input ready,
    output signed [16-1 : 0] filtred_sig
);
(* ram_style = "block" *) wire signed [16-1 : 0] fir_coefs [0 : 127];
(* ram_style = "block" *) reg signed [16-1: 0] delay [0 : 127];
integer i;
reg  [2*16-1: 0] coll_sum_pos = 0;
reg  [2*16-1: 0] coll_sum_neg =0;
reg signed [2*16-1 : 0] result = 0;
reg  [2*16-1 : 0] mult = 0;
reg [6 : 0] r_index = 8'h7F;
reg [6 : 0] w_index = 0;
reg [6 : 0] del_index = 0;
reg signed [16-1 : 0] m0;
reg signed [16-1 : 0] m1;
reg signed [16-1 : 0] m0_abs;
reg signed [16-1 : 0] m1_abs;
wire  [16-2 : 0] m0_unsigned = m0_abs[16-2 : 0];
wire  [16-2 : 0] m1_unsigned = m1_abs[16-2 : 0];
reg s0,s1,mult_s;
always @(posedge clk) begin
    if ( r_index == 8'h7F && ready) begin
        result <=   $signed({1'b0,coll_sum_pos}) - $signed({1'b0,coll_sum_neg}) ; 
        w_index <= w_index + 1;
        delay[w_index] <= input_sig;
    end
    if (ready) begin
        r_index <= r_index + 1;
        del_index <= w_index - r_index - 1;
        if (r_index) begin
            m0 <=  fir_coefs[r_index];
            m1 <= delay[del_index];
            m0_abs <= m0[16-1] ? -m0 : m0;
            m1_abs <= m1[16-1] ? -m1 : m1;
            s0 <= m0[16-1];
            s1 <= m1[16-1];
            mult <= m0_unsigned * m1_unsigned ;
            mult_s <= s1 ^ s0;
            if ( mult_s )
                coll_sum_neg <= coll_sum_neg + mult;
            else
                coll_sum_pos <= coll_sum_pos + mult;
        end
        else begin
            coll_sum_pos <= 0;
            coll_sum_neg <= 0;
        end
    end
end
assign filtred_sig = result >>> 12;
assign fir_coefs[0] = 16'sd1;
assign fir_coefs[1] = 16'sd1;
assign fir_coefs[2] = 16'sd1;
assign fir_coefs[3] = 16'sd1;
assign fir_coefs[4] = -16'sd1;
assign fir_coefs[5] = -16'sd2;
assign fir_coefs[6] = -16'sd4;
assign fir_coefs[7] = -16'sd4;
assign fir_coefs[8] = -16'sd2;
assign fir_coefs[9] = 16'sd2;
assign fir_coefs[10] = 16'sd6;
assign fir_coefs[11] = 16'sd9;
assign fir_coefs[12] = 16'sd8;
assign fir_coefs[13] = 16'sd4;
assign fir_coefs[14] = -16'sd4;
assign fir_coefs[15] = -16'sd13;
assign fir_coefs[16] = -16'sd18;
assign fir_coefs[17] = -16'sd16;
assign fir_coefs[18] = -16'sd7;
assign fir_coefs[19] = 16'sd8;
assign fir_coefs[20] = 16'sd23;
assign fir_coefs[21] = 16'sd32;
assign fir_coefs[22] = 16'sd29;
assign fir_coefs[23] = 16'sd12;
assign fir_coefs[24] = -16'sd14;
assign fir_coefs[25] = -16'sd39;
assign fir_coefs[26] = -16'sd54;
assign fir_coefs[27] = -16'sd48;
assign fir_coefs[28] = -16'sd20;
assign fir_coefs[29] = 16'sd22;
assign fir_coefs[30] = 16'sd63;
assign fir_coefs[31] = 16'sd85;
assign fir_coefs[32] = 16'sd75;
assign fir_coefs[33] = 16'sd31;
assign fir_coefs[34] = -16'sd34;
assign fir_coefs[35] = -16'sd97;
assign fir_coefs[36] = -16'sd131;
assign fir_coefs[37] = -16'sd115;
assign fir_coefs[38] = -16'sd48;
assign fir_coefs[39] = 16'sd52;
assign fir_coefs[40] = 16'sd147;
assign fir_coefs[41] = 16'sd197;
assign fir_coefs[42] = 16'sd173;
assign fir_coefs[43] = 16'sd72;
assign fir_coefs[44] = -16'sd78;
assign fir_coefs[45] = -16'sd221;
assign fir_coefs[46] = -16'sd298;
assign fir_coefs[47] = -16'sd262;
assign fir_coefs[48] = -16'sd109;
assign fir_coefs[49] = 16'sd120;
assign fir_coefs[50] = 16'sd344;
assign fir_coefs[51] = 16'sd469;
assign fir_coefs[52] = 16'sd421;
assign fir_coefs[53] = 16'sd179;
assign fir_coefs[54] = -16'sd201;
assign fir_coefs[55] = -16'sd596;
assign fir_coefs[56] = -16'sd846;
assign fir_coefs[57] = -16'sd798;
assign fir_coefs[58] = -16'sd364;
assign fir_coefs[59] = 16'sd448;
assign fir_coefs[60] = 16'sd1517;
assign fir_coefs[61] = 16'sd2638;
assign fir_coefs[62] = 16'sd3568;
assign fir_coefs[63] = 16'sd4095;
assign fir_coefs[64] = 16'sd4095;
assign fir_coefs[65] = 16'sd3568;
assign fir_coefs[66] = 16'sd2638;
assign fir_coefs[67] = 16'sd1517;
assign fir_coefs[68] = 16'sd448;
assign fir_coefs[69] = -16'sd364;
assign fir_coefs[70] = -16'sd798;
assign fir_coefs[71] = -16'sd846;
assign fir_coefs[72] = -16'sd596;
assign fir_coefs[73] = -16'sd201;
assign fir_coefs[74] = 16'sd179;
assign fir_coefs[75] = 16'sd421;
assign fir_coefs[76] = 16'sd469;
assign fir_coefs[77] = 16'sd344;
assign fir_coefs[78] = 16'sd120;
assign fir_coefs[79] = -16'sd109;
assign fir_coefs[80] = -16'sd262;
assign fir_coefs[81] = -16'sd298;
assign fir_coefs[82] = -16'sd221;
assign fir_coefs[83] = -16'sd78;
assign fir_coefs[84] = 16'sd72;
assign fir_coefs[85] = 16'sd173;
assign fir_coefs[86] = 16'sd197;
assign fir_coefs[87] = 16'sd147;
assign fir_coefs[88] = 16'sd52;
assign fir_coefs[89] = -16'sd48;
assign fir_coefs[90] = -16'sd115;
assign fir_coefs[91] = -16'sd131;
assign fir_coefs[92] = -16'sd97;
assign fir_coefs[93] = -16'sd34;
assign fir_coefs[94] = 16'sd31;
assign fir_coefs[95] = 16'sd75;
assign fir_coefs[96] = 16'sd85;
assign fir_coefs[97] = 16'sd63;
assign fir_coefs[98] = 16'sd22;
assign fir_coefs[99] = -16'sd20;
assign fir_coefs[100] = -16'sd48;
assign fir_coefs[101] = -16'sd54;
assign fir_coefs[102] = -16'sd39;
assign fir_coefs[103] = -16'sd14;
assign fir_coefs[104] = 16'sd12;
assign fir_coefs[105] = 16'sd29;
assign fir_coefs[106] = 16'sd32;
assign fir_coefs[107] = 16'sd23;
assign fir_coefs[108] = 16'sd8;
assign fir_coefs[109] = -16'sd7;
assign fir_coefs[110] = -16'sd16;
assign fir_coefs[111] = -16'sd18;
assign fir_coefs[112] = -16'sd13;
assign fir_coefs[113] = -16'sd4;
assign fir_coefs[114] = 16'sd4;
assign fir_coefs[115] = 16'sd8;
assign fir_coefs[116] = 16'sd9;
assign fir_coefs[117] = 16'sd6;
assign fir_coefs[118] = 16'sd2;
assign fir_coefs[119] = -16'sd2;
assign fir_coefs[120] = -16'sd4;
assign fir_coefs[121] = -16'sd4;
assign fir_coefs[122] = -16'sd2;
assign fir_coefs[123] = -16'sd1;
assign fir_coefs[124] = 16'sd1;
assign fir_coefs[125] = 16'sd1;
assign fir_coefs[126] = 16'sd1;
assign fir_coefs[127] = 16'sd1;
endmodule
==> flow_summary_export.csv <==
group,metric,value,unit
global_route,grt_max_degree,111,
clock_tree,cts.reportedPaths.clkPinSlew,0.06,ns
min_path,worstHoldStart,"m0[0]",
clock_tree,post_cts_buffers,0,
pwr,p_int,7.03,mW
critical_path,cpMaxStageDelayCell,"nor2_1",
synthesis,ys_sh_mux,15.8,%
floorplanning,die_area,0.246,mm²
synthesis,adder_share,5.71,%
critical_path,cp_cell_sequence,"clkdlybuf4s50_1 -> buf_4 -> and3_1 -> buf_4 -> and2_1 -> nand2_1 -> buf_4 -> nor2_1 -> buf_4",
floorplanning,die_y,496,µm
synthesis,edf_count,2231,
critical_path,end_kind,"register",
pwr,comb_power_share,43.3,%
synthesis,ys.flops,2231,
placement,hpwl,157000,µm
routing,finalWirelength,242000,µm
routing,vias_per_cell,5.53,
global_route,grt_use_total,22.0,%
layout,fillerInstances,20100,
clock_tree,cts_tree,"yes",
critical_path,reg2reg_from,"m1_abs[0]",
timing,finalCritPeriodShare,28.9,%
placement,place_congestion,0.955,
routing,first_pass_iters,7,
pwr,vdd_drop_max,0.000467,V
clock_tree,clock_path_buffers,3,
synthesis,avgSynthCellArea,19.0,µm²
synthesis,syn_inst,5136,
timing,hold_viol_final,0,
critical_path,cpPeakStageDelay,0.69,ns
placement,port_buffers,33,
layout,stdcell_area,0.110,mm²
critical_path,crit_path_max_fanout,25,
critical_path,crit_type,"in2reg",
outcome,status,"finished, final reports clean",
timing,max_freq,107,MHz
placement,post_dp_cell_area,0.103,mm²
critical_path,start_kind,"input pin",
global_route,grt_pass1_wl,356000,µm
pwr,p_sw,3.91,mW
routing,via_count,48500,
routing,wl_per_cell,27.6,µm
routing,ant_nets,0,
synthesis,logic_family,"multiplexers",
flow_run,maxCapViolCount,0,
layout,flop_area,0.0670,mm²
synthesis,yosys-stat-area,0.0977,mm²
clock_tree,cts_root_buffer,"clkbuf_16",
flow_run,warnings,32,
synthesis,xor_share,1.06,%
global_route,grt_overflow_total,0,
synthesis,synth_cell_types,66,
clock_tree,htreeDepth,4,
routing,drt_iter0_markers,3388,
clock_tree,cts_sinks,2231,
timing,fin_skew,0.0780,ns
timing,slew_headroom,36.1,%
pwr,netSwitchingFraction,35.7,%
min_path,hold_path_class,"reg2reg",
clock_tree,cts_hold_buf,0,
floorplanning,die_width,496,µm
critical_path,critPathTopFamily,"buffers and inverters",
critical_path,cp_common_cell,"buf_4",
synthesis,ff_type,"edfxtp_1",
critical_path,critPathArrivalTime,9.91,ns
critical_path,cp-startpoint,"ready",
timing,rsz0062_at_grt,"false",
pwr,leakage,36.4,nW
global_route,grt_pass1_vias,52300,
layout,layout.area.comb,0.0287,mm²
timing,setup_tns,0,ns
clock_tree,clock_latency,0.88,ns
layout,drive_gt1_share,23.0,%
timing,setup_viol,0,
critical_path,critPathBufInv,5,
global_route,antenna_found_initial,12,
floorplanning,core,0.243,mm²
layout,lay_top_count,"edfxtp_1",
synthesis,synth_seq_share,68.5,%
clock_tree,cts_buffers,221,
routing,drc,0,
synthesis,yosysCellCount,5136,
synthesis,yosys_warnings,1,
synthesis,ys_sh_aoi,2.43,%
synthesis,syn-cell-area,0.0977,mm²
pwr,clock_power_share,23.6,%
floorplanning,num_rows,181,
synthesis,simple_gate_area_share,4.37,%
synthesis,async_reset_ff_share,0,%
timing,period_needed,9.31,ns
clock_tree,cts_resized,0,
pwr,seqPwrFrac,33.2,%
layout,syn_to_final_growth,12.8,%
critical_path,required,32.80,ns
layout,layout.cells.most_common_list,"2231 x edfxtp_1, 672 x mux4_2, 282 x inv_1",
timing,report.final.slew_viol_count,0,
floorplanning,fp_util,40.2,%
pwr,power.density,99.2,mW/mm²
timing,worst_slew_pin_slew,0.957,ns
floorplanning,boundaryPins,34,
worst paths after layout:
kind | to | slack [ns] | cells after the start
worst max-delay path | delay[108][15] | 22.89 | 9
worst min-delay path | m0_abs[0] | 0.50 | 0
worst max register to register | mult[26] | 25.14 | 23
worst min register to register | m0_abs[0] | 0.50 | 0
layer usage:
layer,routed length [µm],up-vias,global-route usage (%)
li1,-,21000,-
met5,55,-,0.174
met2,115000,2580,32.3
met3,38800,342,15.7
met4,6800,2,4.88
met1,81300,24600,27.7
worst register-to-register path: stages (launching register included):
cell and delay, ns:
edfxtp_1 0.59, and2_1 0.28, fa_1 0.53, inv_1 0.06
fa_1 0.53, inv_1 0.05, fa_1 0.49, inv_1 0.05
fa_1 0.53, inv_1 0.05, fa_1 0.47, inv_1 0.05
fa_1 0.47, inv_1 0.05, ha_1 0.32, a21oi_1 0.17
o21ai_0 0.17, o41ai_1 0.80, o21a_1 0.33, a31oi_1 0.14
a41oi_1 0.32, o21bai_1 0.09, a21oi_1 0.18, xnor2_1 0.08
through the flow:
step | hold WS (ns) | util (%) | std cells | total power, mW | setup WS, ns
floorplan | 0.450 | - | 5137 | 7.21 | 23.21
global placement | 0.493 | 42.3 | 8356 | 8.53 | 22.13
detailed placement | 0.479 | 42.3 | 8356 | 8.53 | 22.02
CTS | 0.493 | 45.4 | 8765 | 11.1 | 22.98
global route | 0.523 | 45.4 | 8767 | 11.8 | 22.77
finish | 0.498 | 45.4 | 8770 | 10.9 | 22.89
registers in the layout (all words and copies together) (netlist names):
signal	flops
delay	2048
coll_sum_neg	28
coll_sum_pos	28
mult	28
m1	16
result	16
m0_abs	15
m1_abs	15
m0	13
del_index	7
r_index	7
w_index	7
mult_s	1
s0	1
s1	1
synthesized netlist by cell type, drive strengths merged, types with 4 or more instances:
cell,instances,area (µm²)
a21oi,85,425
and2,153,957
or3b,7,61.3
nand2,178,668
a2111oi,4,35.0
inv,283,1060
o2111ai,7,61.3
nand2b,31,194
xor2,36,315
o22ai,8,50.1
o21a,19,143
o32ai,14,123
or3,11,68.8
a21o,42,315
clkbuf,160,601
nor2b,33,206
xnor2,82,718
a211oi,18,135
nor3,55,275
nand3b,13,97.6
mux2,17,191
ha,176,2200
or2,8,50.1
mux2i,10,100
or4,7,52.6
o221ai,5,43.8
nor2,249,935
o211ai,6,45.0
buf,82,392
a31oi,7,43.8
edfxtp,2231,67000
o21bai,16,120
nand4,15,93.8
nand3,52,260
nor4,11,68.8
o31ai,15,113
nand4b,7,61.3
fa,169,3380
and3,14,87.6
a32oi,8,70.1
a21boi,10,75.1
and4,5,43.8
nor3b,7,52.6
mux4,672,15100
o21ai,64,320
cell type report:
cell class                      count  area share (%)
Antenna cell                        5          0.0113
Tap cell                         3202            3.63
Multi-Input combinational cell   2380            26.1
Clock buffer                      268            5.21
Inverter                          284           0.967
Clock inverter                    141            1.46
Timing Repair Buffer              259            1.89
Sequential cell                  2231            60.8
power by group through the flow:
stage                 clock [mW]  combinational [mW]  sequential [mW]
after CTS                   2.63                4.87             3.63
after global routing        2.74                5.41             3.64
final                       2.58                4.73             3.63
kinds of logic (layout without fill, tap and decap cells):
kind of cell,after synthesis,count (layout)
DFF,2231,2231
and+or+nand+nor,860,860
muxes,699,699
buffers and inverters,526,952
AOI/OAI and AO/OA,356,356
adders and majority gates,345,345
xor gates and xnor gates,118,118
other,1,7
No activity file was given, so power comes from the tool's default toggle rates.
